==> design/flow/design.v <==
module uart(
    input wire CLK,
    input wire RX,
    input wire [7:0] TXbuffer,
    input wire TXstart,
    output wire TX,
    output reg [7:0] RXbuffer = 0,
    output reg RXready = 0,
    output wire TXbusy
  );
  parameter CLOCK_DIVISOR = 2;  
  reg [CLOCK_DIVISOR:0] baudAcc = 0;
  wire baudTick = baudAcc[CLOCK_DIVISOR];
  reg [3:0] TXstate = 0;
  wire TXready = (TXstate==0);
  assign TXbusy = ~TXready;
  reg [7:0] TXshift = 0;
  always @(negedge CLK) begin
    if(TXready & TXstart) TXshift <= TXbuffer;
    else if(TXstate[3] & baudTick) TXshift <= (TXshift >> 1);
    if (TXstate == 4'b0000) baudAcc <= 0;
    else baudAcc <= baudAcc[CLOCK_DIVISOR - 1:0] + 1'b1;
    case(TXstate)
      4'b0000: if(TXstart)  TXstate <= 4'b0100;
      4'b0100: if(baudTick) TXstate <= 4'b1000;  
      4'b1000: if(baudTick) TXstate <= 4'b1001;  
      4'b1001: if(baudTick) TXstate <= 4'b1010;  
      4'b1010: if(baudTick) TXstate <= 4'b1011;  
      4'b1011: if(baudTick) TXstate <= 4'b1100;  
      4'b1100: if(baudTick) TXstate <= 4'b1101;  
      4'b1101: if(baudTick) TXstate <= 4'b1110;  
      4'b1110: if(baudTick) TXstate <= 4'b1111;  
      4'b1111: if(baudTick) TXstate <= 4'b0001;  
      4'b0001: if(baudTick) TXstate <= 4'b0000;  
      default: if(baudTick) TXstate <= 4'b0000;
    endcase
  end
  assign TX = (TXstate < 4) | (TXstate[3] & TXshift[0]);
  reg [3:0] RXstate = 0;
  reg [CLOCK_DIVISOR:0] gap = 0;
  wire nextBit = gap[CLOCK_DIVISOR];
  always @(negedge CLK) begin
    case (RXstate)
      4'b0000: if (~RX) RXstate <= 4'b1000;      
      4'b1000: if (nextBit) RXstate <= 4'b1001;  
      4'b1001: if (nextBit) RXstate <= 4'b1010;  
      4'b1010: if (nextBit) RXstate <= 4'b1011;  
      4'b1011: if (nextBit) RXstate <= 4'b1100;  
      4'b1100: if (nextBit) RXstate <= 4'b1101;  
      4'b1101: if (nextBit) RXstate <= 4'b1110;  
      4'b1110: if (nextBit) RXstate <= 4'b1111;  
      4'b1111: if (nextBit) RXstate <= 4'b0001;  
      4'b0001: if (nextBit) RXstate <= 4'b0000;  
      default: RXstate <= 4'b0000;
    endcase
    if (RXstate == 4'b0000) begin
      gap <= 0;
    end else gap <= gap[CLOCK_DIVISOR - 1:0] + 1'b1;
    if (nextBit && RXstate[3]) RXbuffer <= {RX, RXbuffer[7:1]};
    RXready <= (nextBit && RXstate == 4'b0001);
  end
endmodule
module fifo8(
    input wire CLK,
    input wire [7:0] dataIn,
    input wire write,
    input wire read,
    output reg [7:0] dataOut,
    output wire full, empty
  );
  reg [7:0] buffer [255:0];
  reg [7:0] idx0;
  reg [7:0] idxn;
  reg [7:0] idx0prev;
  reg [7:0] idxnprev;
  always @(posedge CLK) begin
    if (write) begin
      buffer[idxnprev] <= dataIn;
      idxn <= idxn + 1'b1;
    end
    if (read) begin
      dataOut <= buffer[idx0prev];
      idx0 <= idx0 + 1'b1;
    end
  end
  always @(negedge CLK) begin
    if (idx0prev != idx0) begin
      idx0prev <= idx0prev + 1'b1;
    end
    if (idxnprev != idxn) begin
      idxnprev <= idxnprev + 1'b1;
    end
  end
  assign full = idx0 - idxn == 8'd1;
  assign empty = idx0 == idxn;
endmodule
module uartwrapper(
    input wire CLK,
    input wire [7:0] dataIn,
    input wire write,
    input wire read,
    output wire [15:0] dataOut,
    input wire RX,
    output wire TX
  );
  wire [7:0] dataOutWire;
  assign dataOut = {{4{1'b0}}, RXempty, RXfull, TXempty, TXfull, dataOutWire};
  wire uartread;
  wire [7:0] uartin;
  wire [7:0] uartout;
  wire uartoutwrite;
  wire TXbusy;
  wire outfull;
  wire TXfull;
  wire TXempty;
  wire RXfull;
  wire RXempty;
  fifo8 INFIFO(
      .CLK(CLK),
      .dataIn(dataIn),
      .write(write),
      .read(sendRead),
      .dataOut(uartin),
      .full(TXfull),
      .empty(TXempty)
    );
  reg sendState = 1'b0;
  reg sendRead = 1'b0;
  reg TXstart = 1'b0;
  always @(posedge CLK) begin
    case (sendState)
      1'b0:
        begin
          TXstart <= 1'b0;
          if (~TXempty & ~TXbusy) begin
            sendRead <= 1'b1;
            sendState <= 1'b1;
          end
        end
      1'b1:
        begin
          sendRead <= 1'b0;
          TXstart <= 1'b1;
          sendState <= 1'b0;
        end
    endcase
  end
  uart UART(
      .CLK(CLK),
      .RX(RX),
      .TX(TX),
      .TXbuffer(uartin),
      .TXstart(TXstart),
      .RXbuffer(uartout),
      .RXready(uartoutwrite),
      .TXbusy(TXbusy)
    );
  fifo8 OUTFIFO(
      .CLK(CLK),
      .dataIn(uartout),
      .write(uartoutwrite),
      .read(read & ~RXempty),
      .dataOut(dataOutWire),
      .full(RXfull),
      .empty(RXempty)
    );
endmodule
==> design/flow/run.sh <==
#!/bin/bash
# OpenROAD 26Q1-2900-gdf79404cd8, Yosys 0.63+post, stock flow scripts
make -C /OpenROAD-flow-scripts/flow DESIGN_CONFIG=/design/flow/config.mk WORK_HOME=/design/flow/orfs finish
==> design/flow/config.mk <==
export PLATFORM = sky130hd
export DESIGN_NAME = uartwrapper
export DESIGN_NICKNAME = uartwrapper
export VERILOG_FILES = /design/flow/design.v
export SDC_FILE = /design/flow/constraint.sdc
export NUM_CORES = 4
export LEC_CHECK = 1
export CORE_UTILIZATION = 30
==> design/flow/constraint.sdc <==
current_design uartwrapper

set clk_period 89.4
set clk_io_pct 0.2

create_clock -name clk0 -period $clk_period [get_ports {CLK}]

set non_clock_inputs [all_inputs -no_clocks]
set_input_delay [expr $clk_period * $clk_io_pct] -clock clk0 $non_clock_inputs
set_output_delay [expr $clk_period * $clk_io_pct] -clock clk0 [all_outputs]
==> flow_metrics.env <==
# implementation run metrics
export IMPL_p_leak_nw=57.6
export IMPL_dieArea_sq_um=554000
export IMPL_io_buffers=24
export IMPL_ys_sh_mux_pct=14.8
export IMPL_slew_violations=0
export IMPL_die_w_microns=744
export IMPL_path_cells="o21ai_0 > clkdlybuf4s50_1"
export IMPL_numCtsBuffers=416
export IMPL_r2r_end="INFIFO.dataOut[3]"
export IMPL_syn_area_per_cell_sq_um=20.3
export IMPL_worstHoldStart="sendState"
export IMPL_slowest_stage="o21ai_0"
export IMPL_setup_viol=0
export IMPL_drtIter0Drc=4979
export IMPL_critPathCaptureType="primary output"
export IMPL_fin_hold_ws_ps=376
export IMPL_critPathRequiredTime_ps=71520
export IMPL_fp_row_count=272
export IMPL_grt_usage_pct=16.1
export IMPL_path_class="flip-flop to primary output"
export IMPL_final_cell_count_no_fill=16000
export IMPL_synthArstFlopShare_pct=0
export IMPL_synthXorXnorAreaFrac_pct=0.477
export IMPL_reg2reg_setup_slack_ps=38730
export IMPL_vias_per_cell=5.05
export IMPL_place_gp_congestion=0.879
export IMPL_synth_edff_count=4201
export IMPL_cap_violations=0
export IMPL_adder_share_pct=0.266
export IMPL_layout_drive_gt1_share_pct=20.2
export IMPL_synth_distinct_cells=77
export IMPL_crit_path_max_incr_delay_ps=650
export IMPL_synth_main_ff_cell="edfxtp_1"
export IMPL_warnings=115
export IMPL_n_fill_cell=49900
export IMPL_drc=0
export IMPL_stdcell_area_sq_um=188000
export IMPL_yosysWarnings=3
export IMPL_die_h_microns=744
export IMPL_tns_ps=0
export IMPL_antenna_found_initial=13
export IMPL_ys_seq_elements=4210
export IMPL_hold_violations=0
export IMPL_cts_tree="done"
export IMPL_place_area_sq_um=174000
export IMPL_routed_wl_microns=417000
export IMPL_pin_count=29
export IMPL_rsz0062_at_grt="false"
export IMPL_core_area_sq_um=549000
export IMPL_clock_latency_ps=1030
export IMPL_ys_sh_aoi_pct=3.45
export IMPL_cp_start_kind="flip-flop"
export IMPL_firstDrtPassIters=5
export IMPL_post_cts_setup_buffers=0
export IMPL_path_buffers=1
export IMPL_status="finished, final reports clean"
export IMPL_yosys_area_sq_um=165000
export IMPL_synth_seq_share_pct=76.4
export IMPL_vias=80900
export IMPL_reg2reg_from="INFIFO.idx0prev[0]"
export IMPL_fin_skew_ps=132
export IMPL_postCtsHoldBufs=0
export IMPL_fp_utilization_pct=30.1
export IMPL_layout_area_comb_sq_um=36000
export IMPL_synth_area_sq_um=165000
export IMPL_p_per_area_nw_per_um2=28.5
export IMPL_simple_gate_area_share_pct=2.72
export IMPL_worst_pin_slew_ps=1060
export IMPL_cts_sinks=4210
export IMPL_dp_cells=15200
export IMPL_cp_max_fo=11
export IMPL_grt_pass1_wl_microns=606000
export IMPL_seq_area_sq_um=126000
export IMPL_grt_overflow=0
export IMPL_hold_path_cell_count=0
export IMPL_cts_htree_levels=5
export IMPL_clkTransAtPathRegs_ps=60
export IMPL_area_growth_pct=13.7
export IMPL_holdPathEnd="TXstart"
export IMPL_ys_cells=8138
export IMPL_critPathTopFamily="AND-OR/OR-AND gates"
export IMPL_cts_root_buffer="clkbuf_16"
export IMPL_ant_nets=0
export IMPL_timing_slew_headroom_pct=28.8
export IMPL_top_logic_kind="multiplexers"
export IMPL_reg2reg_depth=11
export IMPL_syn_inst=8138
export IMPL_power_total_mw=5.36
export IMPL_top_regs="INFIFO.buffer x2048, OUTFIFO.buffer x2048"
export IMPL_cts_resized=0
export IMPL_vdd_drop_max_mv=0.0254
export IMPL_grt_max_degree=134
export IMPL_grt_pass1_vias=89600
export IMPL_place_hpwl_microns=250000
export IMPL_hold_path_class="flip-flop to flip-flop"
export IMPL_wire_per_inst_microns=26.0
export IMPL_clk_path_buf_depth=4
export IMPL_crit_arrival_ps=47530
## metrics by stage
stage | utilization, % | worst slack [ps]
after CTS | 34.3 | 23920
final | 34.3 | 23990
after detailed placement | 31.7 | 24980
after global placement | 31.7 | 24920
after floorplan | - | 26040
after global routing | 34.3 | 23940
## per-layer routing
metal	routed length (microns)	vias up	share of wire [%]	GRT usage [%]
met3	76500	752	18	13.8
li1	-	34300	-	-
met2	195000	4981	47	24.2
met5	724	-	0.17	1.14
met1	133000	40800	32	16.7
met4	12700	47	3.0	4.04
## cell usage after synthesis, types with 43 or more instances
cell	number	share of area, %
edfxtp_1	4201	76
xor2_1	51	0.27
a21oi_1	153	0.46
buf_4	60	0.27
nand3_1	80	0.24
clkbuf_1	227	0.52
buf_2	93	0.28
o21ai_0	72	0.22
o22ai_1	116	0.44
nand2_1	158	0.36
buf_6	76	0.52
nor3_1	57	0.17
o221ai_1	127	0.67
a22oi_1	80	0.36
a211oi_1	43	0.20
mux4_2	827	11
nor2_1	608	1.4
mux2i_1	546	3.3
## how the worst max path moves through the flow
stage	from	endpoint	slack (ps)	depth (start not counted)
6_report	UART.TXstate[3]	TX	23990	2
5_1_grt	UART.TXstate[3]	TX	23940	2
4_1_cts	UART.TXstate[3]	TX	23920	2
## power breakdown
part | switching, mW | internal [mW] | leakage (nW)
registers | 0.0316 | 2.26 | 37.9
logic | 0.891 | 0.447 | 12.8
clock network | 0.750 | 0.985 | 6.92
total | 1.67 | 3.69 | 57.6
## cells by family (layout without fill, tap and decap cells)
kind of cell,count (synthesis),after routing
multiplexers,1404,1404
other,1,15
XOR/XNOR,90,90
buffers and inverters,546,1171
adder cells (fa/ha/maj),34,34
flip-flops,4210,4210
AND/OR/NAND/NOR,1049,1049
AND-OR/OR-AND,804,804
## layout make-up
type	count	share of cell area, %
antenna	11	0.0146
clock buffer	512	5.84
clock inverter	318	1.49
inverter	44	0.0905
multi-input combinational	3385	19.2
sequential	4210	67.2
tap	7261	4.83
timing repair buffer	297	1.36
## placed cells by master (no fill, tap or decap), drive strengths merged, types with 38 or more instances in the layout
master and n:
a211oi 43, a21oi 153, a22oi 80, buf 273, clkbuf 520, clkinv 186, edfxtp 4201, inv 123
mux2i 546, mux4 827, nand2 158, nand3 80, nor2 608, nor2b 38, nor3 57, o21ai 75
o221ai 127, o22ai 116, xnor2 39, xor2 51
Power is estimated from default activity; no workload was simulated.
